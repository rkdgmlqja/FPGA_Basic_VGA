--- flow/config.mk ---
export PLATFORM = sky130hd
export DESIGN_NAME = box_mover
export DESIGN_NICKNAME = box_mover
export VERILOG_FILES = /design/flow/design.v
export SDC_FILE = /design/flow/constraint.sdc
export NUM_CORES = 4
export LEC_CHECK = 1
export CORE_UTILIZATION = 30
--- flow/constraint.sdc ---
current_design box_mover

set clk_period 5.7
set clk_io_pct 0.2

create_clock -name clk0 -period $clk_period [get_ports {clk}]

set non_clock_inputs [all_inputs -no_clocks]
set_input_delay [expr $clk_period * $clk_io_pct] -clock clk0 $non_clock_inputs
set_output_delay [expr $clk_period * $clk_io_pct] -clock clk0 [all_outputs]
--- flow/design.v ---
`timescale 1ns / 1ps
module box_mover(
    input clk,
    input rst_n,
    input [2:0]swin,
    input R,
    input G,
    input B,
    input [x_width-1:0] sx,   
    input [y_width-1:0] sy,   
    input hsync,      
    input vsync,      
    input de,
    output wire hsout,
    output wire vsout,
    output wire [3:0] Rout,
    output wire [3:0] Gout,
    output wire [3:0] Bout
    );
    reg [x_width-1:0] posx;
    reg [y_width-1:0] posy;
    parameter total_pixel=1920;
    parameter total_line=1080;
    parameter box_size = 350;
    parameter x_width = $clog2(Total_Pixels-1);
    parameter y_width = $clog2(Total_Lines-1);
    parameter Total_Pixels=2200;
    parameter Total_Lines=1125;
    parameter strt_pntx = total_pixel/2-box_size/2-1;
    parameter strt_pnty = total_line/2-box_size/2-1;
    parameter end_pntx = total_pixel-box_size-1-10;
    parameter end_pnty = total_line-box_size-1-10;
    assign hsout=hsync;
    assign vsout=vsync;
    reg Ron,Gon,Bon;
    wire pixon;
    always @ (posedge clk or negedge rst_n) begin
        if(!rst_n)begin
            posx<=strt_pntx;
            posy<=strt_pnty;
        end
        else if(swin==1)begin
            if(posx>=end_pntx)begin
                posx<=posx;
            end
            else begin
                posx<=posx+10;
            end
        end
        else if(swin==2)begin
            if(posy>=end_pnty)begin
                posy<=posy;
            end
            else begin
                posy<=posy+10;
            end
        end
        else if(swin==3)begin
            if(posx<=10)begin
                posx<=posx;
            end
            else begin
                posx<=posx-10;
            end
        end
        else if(swin==4)begin
            if(posy<=10)begin
                posy<=posy;
            end
            else begin
                posy<=posy-10;
            end
        end
    end
    always @ (posedge clk or negedge rst_n)begin
        if(!rst_n)begin
            Ron<=0;
            Gon<=0;
            Bon<=0;
        end
        else begin
            Ron<=R;
            Gon<=G;
            Bon<=B;
        end 
    end
    assign pixon=(posx<=sx&&posx+box_size>sx)&&(posy<=sy&&posy+box_size>sy);
    assign Rout[0]=de?((pixon)?Ron:1):0;
    assign Rout[1]=de?((pixon)?Ron:1):0;
    assign Rout[2]=de?((pixon)?Ron:1):0;
    assign Rout[3]=de?((pixon)?Ron:1):0;
    assign Bout[0]=de?((pixon)?Bon:1):0;
    assign Bout[1]=de?((pixon)?Bon:1):0;
    assign Bout[2]=de?((pixon)?Bon:1):0;
    assign Bout[3]=de?((pixon)?Bon:1):0;
    assign Gout[0]=de?((pixon)?Gon:1):0;
    assign Gout[1]=de?((pixon)?Gon:1):0;
    assign Gout[2]=de?((pixon)?Gon:1):0;
    assign Gout[3]=de?((pixon)?Gon:1):0;
endmodule
--- flow/run.sh ---
#!/bin/bash
# OpenROAD 26Q1-2900-gdf79404cd8, Yosys 0.63+post, stock flow scripts
make -C /OpenROAD-flow-scripts/flow DESIGN_CONFIG=/design/flow/config.mk WORK_HOME=/design/flow/orfs finish
==> impl_metrics.csv <==
group,metric,value,unit
grt,grt_max_degree,25,
synth,ys_seq_frac,0.207,
setup_path,arrival,4100,ps
power_and_ir_drop,seqPwrFrac,0.292,
setup_path,start_kind,"register",
cells_and_area,fillerInstances,1001,
power_and_ir_drop,swShare,0.471,
power_and_ir_drop,power_per_cell_area,468,nW/um^2
setup_path,cp-startpoint,"posy[1]",
final_timing,timing.fmax,191,MHz
final_timing,timing.hold.ws,582,ps
outcome,status,"finished, final reports clean",
synth,ys_area,2950,sq um
synth,syn_area,2950,sq um
synth,syn_area_per_cell,8.32,sq um
setup_path,crit_end,"Gout[3]",
cts,post-cts-setup-buffers,0,
setup_path,crit_type,"register to primary output",
die,die_h,101,um
cts,cts-root-buf,"clkbuf_8",
power_and_ir_drop,clkPwrFrac,0.095,
cts,h-tree-depth,1,
synth,ys_types,58,
cells_and_area,drive_gt1_frac,0.0691,
cts,cts_tree,"built",
final_timing,clock_skew,1.26,ps
cts,cts_resized,0,
run,drv_cap,0,
die,core-area,9370,sq um
worst_hold_path,min-delay-start,"posy[8]",
cts,cts.clk_slew.worst_paths,90,ps
final_timing,setup_viol,0,
synth,ys_top_cells_by_area,"ha_1 20%, dfrtp_1 14%, dfstp_2 7.1%",
die,ios,48,
route,route.detailed.drc,0,
synth,postSynthCellCount,354,
synth,yosysTopAreaCell,"ha_1",
setup_path,cp-end-kind,"primary output",
run,warnings,31,
route,antenna_cells,0,
synth,top_cell_area_share,0.204,
final_timing,tightest_slew,543,ps
final_timing,slew_violations,0,
final_timing,finalClockPeriodUsage,0.919,
final_timing,finalCriticalPeriod,5240,ps
die,fp_util,0.314,
setup_path,worstPathRequired,4560,ps
route,viasPerCell,4.86,
final_timing,setup_tns,0,ps
setup_path,path_cells,"inv_1 > ha_1 > or3b_4 > a31o_2 > xor2_1 > ha_1 > nand4_1 > or4_1 > a32oi_1 > o21ai_0 > o221ai_1 > o31a_1 > clkdlybuf4s50_1",
setup_path,r2r-start,"posy[2]",
synth,synth_warnings,1,
placed_design,io_buffers,43,
synth,ys_ff,24,
setup_path,ff2ff_path_depth,8,
synth,async_reset_ff_frac,1.00,
power_and_ir_drop,ir_drop,0.000195,V
cts,clk_latency,270,ps
final_timing,hold_violations,0,
cells_and_area,post-route-util,0.367,
setup_path,crit_slowest_cell,"or4_1",
worst_hold_path,holdCritPathClass,"register to register",
grt,first_global_vias,2430,
setup_path,worst_path_most_repeated_cell,"ha_1",
route,drtIter0Drc,78,
final_timing,slew_headroom,0.629,
power_and_ir_drop,comb_power_share,0.613,
route,num_vias,2456,
placed_design,routabilityCongestion,0.873,
setup_path,cp_max_fo,9,
grt,grt.total_usage,0.132,
grt,grt_first_pass_wirelength,10800,um
cts,cts_max_path_buffers,2,
synth,ys_cells,354,
grt,grt_overflow,0,
cells_and_area,layout.cells.non_filler,505,
power_and_ir_drop,power.leakage,1.56,nW
cts,numCtsBuffers,3,
grt,antenna_found_initial,0,
route,finalWirelength,6320,um
die,rows,35,
synth,flop_cell,"dfrtp_1",
setup_path,cp_slowest_stage_delay,560,ps
die,die_area,10200,sq um
placed_design,dp_cells,501,
route,antenna_left,0,
placed_design,place_hpwl,5110,um
cts,clock_sinks,24,
setup_path,reg2reg_to,"posy[9]",
cells_and_area,stdcell_area,3440,sq um
synth,edf_count,0,
route,drt-pass1-iter-count,4,
setup_path,rrSetupSlack,3670,ps
cells_and_area,area_delta_synth_final,16.7,%
cts,hold_buffers,0,
power_and_ir_drop,switchingPower,0.758,mW
final_timing,rsz0062_at_grt,"no",
placed_design,post_dp_cell_area,3370,sq um
route,wire_per_inst,12.5,um
die,die-width,101,um
power_and_ir_drop,p_int,0.852,mW
metrics by stage:
step	worst slack, ps	total power [mW]
detailed placement	607	1.46
global route	207	1.81
floorplan	1470	1.24
global placement	668	1.45
finish	464	1.61
CTS	434	1.63
power groups by stage:
stage         logic [mW]  clock network (mW)  registers (mW)
CTS                0.999               0.159           0.468
global route        1.14               0.165           0.497
finish             0.987               0.153           0.470
critical path, delay by kind of cell (launching register included):
kind | cells | cell delay, ps
AND/OR/NAND/NOR | 3 | 1110
AND-OR/OR-AND | 5 | 930
buffers and inverters | 2 | 620
adder cells (fa/ha/maj) | 2 | 530
flip-flops | 1 | 490
XOR/XNOR | 1 | 140
layout make-up:
class	instances	area (sq um)	area share
inverter	33	124	0.0360
clock buffer	3	41.3	0.0120
sequential	24	611	0.178
clock inverter	1	30.0	0.00873
tap	129	161	0.0469
timing repair buffer	45	445	0.130
multi-input combinational	270	2030	0.589
worst min path at each step:
stage,end,depth (start not counted)
finish,posy[8],1
CTS,posy[8],1
global route,posy[3],2
kinds of logic after synthesis:
kind of cell / Yosys count / share of synthesized area
and+or+nand+nor: 104 / 0.189
muxes: 1 / 0.00340
xor gates and xnor gates: 35 / 0.104
adders and majority gates: 48 / 0.204
buffers and inverters: 60 / 0.105
AOI/OAI and AO/OA: 82 / 0.187
DFF: 24 / 0.207
layer usage:
layer	up-vias	track usage	wire, um
met4	0	0.0123	61
met2	49	0.230	2950
met5	-	0	0
li1	1288	-	-
met3	6	0.0162	243
met1	1113	0.185	3070
cell usage in the layout, fill, tap and decap left out, types with 3 or more instances in the layout:
| master | n |
|---|---|
| clkbuf_8 | 3 |
| clkdlybuf4s50_1 | 43 |
| o21ai_0 | 10 |
| nor4_1 | 3 |
| nand4_1 | 10 |
| a21o_1 | 9 |
| nand2_1 | 23 |
| and3_1 | 4 |
| a21oi_1 | 29 |
| ha_1 | 48 |
| dfstp_2 | 8 |
| nor2_1 | 29 |
| xnor2_1 | 16 |
| nand3_1 | 3 |
| o21a_1 | 3 |
| dfrtp_1 | 16 |
| o31a_1 | 4 |
| xor2_1 | 19 |
| nor3_1 | 11 |
| inv_1 | 33 |
| a211oi_1 | 3 |
synthesized netlist by cell type (all sizes together), types with 5 or more instances:
| cell | n |
|---|---|
| dfstp | 8 |
| nor3 | 11 |
| a21o | 9 |
| dfrtp | 16 |
| o21ai | 11 |
| xnor2 | 16 |
| ha | 48 |
| nand2 | 23 |
| xor2 | 19 |
| nor2 | 29 |
| buf | 24 |
| inv | 33 |
| a21oi | 30 |
| nor4 | 5 |
| nand4 | 10 |
sequential cells by signal (all words and copies together) (netlist names):
register / count
Bon: 1
Gon: 1
Ron: 1
posx: 11
posy: 10
Power is estimated from default activity; no workload was simulated.
